### ./run.sh
#!/bin/bash
# OpenROAD 26Q1-2900-gdf79404cd8, Yosys 0.63+post, stock flow scripts
make -C /OpenROAD-flow-scripts/flow DESIGN_CONFIG=/design/flow/config.mk WORK_HOME=/design/flow/orfs finish
### ./config.mk
export PLATFORM = sky130hd
export DESIGN_NAME = my_alu_decoder
export DESIGN_NICKNAME = my_alu_decoder
export VERILOG_FILES = /design/flow/design.v
export SDC_FILE = /design/flow/constraint.sdc
export NUM_CORES = 4
export LEC_CHECK = 1
export CORE_AREA = 10 10 90 90
export DIE_AREA = 0 0 100 100
### ./constraint.sdc
current_design my_alu_decoder

set clk_period 9.1
set clk_io_pct 0.2

create_clock -name clk0 -period $clk_period

set non_clock_inputs [all_inputs -no_clocks]
set_input_delay [expr $clk_period * $clk_io_pct] -clock clk0 $non_clock_inputs
set_output_delay [expr $clk_period * $clk_io_pct] -clock clk0 [all_outputs]
### ./design.v
module my_alu(a, b, r, cout, s_sub, s_fas, s_and, s_or, s_xor, s_not);
input [15:0] a, b;
input s_sub, s_fas, s_and, s_or, s_xor, s_not;
output [15:0] r;
output cout;
wire [14:0] c;
my_alui alui(.cin(s_sub), .a(a[0]), .b(b[0]), .r(r[0]), .cout(c[0]), .s_sub(s_sub), .s_fas(s_fas), .s_and(s_and), .s_or(s_or), .s_xor(s_xor), .s_not(s_not));
my_alui alui2(.cin(c[0]), .a(a[1]), .b(b[1]), .r(r[1]), .cout(c[1]), .s_sub(s_sub), .s_fas(s_fas), .s_and(s_and), .s_or(s_or), .s_xor(s_xor), .s_not(s_not));
my_alui alui3(.cin(c[1]), .a(a[2]), .b(b[2]), .r(r[2]), .cout(c[2]), .s_sub(s_sub), .s_fas(s_fas), .s_and(s_and), .s_or(s_or), .s_xor(s_xor), .s_not(s_not));
my_alui alui4(.cin(c[2]), .a(a[3]), .b(b[3]), .r(r[3]), .cout(c[3]), .s_sub(s_sub), .s_fas(s_fas), .s_and(s_and), .s_or(s_or), .s_xor(s_xor), .s_not(s_not));
my_alui alui5(.cin(c[3]), .a(a[4]), .b(b[4]), .r(r[4]), .cout(c[4]), .s_sub(s_sub), .s_fas(s_fas), .s_and(s_and), .s_or(s_or), .s_xor(s_xor), .s_not(s_not));
my_alui alui6(.cin(c[4]), .a(a[5]), .b(b[5]), .r(r[5]), .cout(c[5]), .s_sub(s_sub), .s_fas(s_fas), .s_and(s_and), .s_or(s_or), .s_xor(s_xor), .s_not(s_not));
my_alui alui7(.cin(c[5]), .a(a[6]), .b(b[6]), .r(r[6]), .cout(c[6]), .s_sub(s_sub), .s_fas(s_fas), .s_and(s_and), .s_or(s_or), .s_xor(s_xor), .s_not(s_not));
my_alui alui8(.cin(c[6]), .a(a[7]), .b(b[7]), .r(r[7]), .cout(c[7]), .s_sub(s_sub), .s_fas(s_fas), .s_and(s_and), .s_or(s_or), .s_xor(s_xor), .s_not(s_not));
my_alui alui9(.cin(c[7]), .a(a[8]), .b(b[8]), .r(r[8]), .cout(c[8]), .s_sub(s_sub), .s_fas(s_fas), .s_and(s_and), .s_or(s_or), .s_xor(s_xor), .s_not(s_not));
my_alui alui10(.cin(c[8]), .a(a[9]), .b(b[9]), .r(r[9]), .cout(c[9]), .s_sub(s_sub), .s_fas(s_fas), .s_and(s_and), .s_or(s_or), .s_xor(s_xor), .s_not(s_not));
my_alui alui11(.cin(c[9]), .a(a[10]), .b(b[10]), .r(r[10]), .cout(c[10]), .s_sub(s_sub), .s_fas(s_fas), .s_and(s_and), .s_or(s_or), .s_xor(s_xor), .s_not(s_not));
my_alui alui12(.cin(c[10]), .a(a[11]), .b(b[11]), .r(r[11]), .cout(c[11]), .s_sub(s_sub), .s_fas(s_fas), .s_and(s_and), .s_or(s_or), .s_xor(s_xor), .s_not(s_not));
my_alui alui13(.cin(c[11]), .a(a[12]), .b(b[12]), .r(r[12]), .cout(c[12]), .s_sub(s_sub), .s_fas(s_fas), .s_and(s_and), .s_or(s_or), .s_xor(s_xor), .s_not(s_not));
my_alui alui14(.cin(c[12]), .a(a[13]), .b(b[13]), .r(r[13]), .cout(c[13]), .s_sub(s_sub), .s_fas(s_fas), .s_and(s_and), .s_or(s_or), .s_xor(s_xor), .s_not(s_not));
my_alui alui15(.cin(c[13]), .a(a[14]), .b(b[14]), .r(r[14]), .cout(c[14]), .s_sub(s_sub), .s_fas(s_fas), .s_and(s_and), .s_or(s_or), .s_xor(s_xor), .s_not(s_not));
my_alui alui16(.cin(c[14]), .a(a[15]), .b(b[15]), .r(r[15]), .cout(cout), .s_sub(s_sub), .s_fas(s_fas), .s_and(s_and), .s_or(s_or), .s_xor(s_xor), .s_not(s_not));
endmodule
module my_alui ( cin, a, b, r, cout, s_sub, s_fas, s_and, s_or, s_xor, s_not);
input   cin, a, b, s_sub, s_fas, s_and, s_or, s_xor, s_not;
output  r, cout;
wire r_in;
my_fas fas1(.s_sub(s_sub), .cin(cin), .a(a), .b(b), .r(r_in), .cout(cout));
assign r = (s_fas & r_in) | (s_and & (a&b)) | (s_or & (a|b))
           | (s_xor & (a^b)) | (s_not & (~a));
endmodule
module my_fas(input s_sub, input cin, input a, input b, output r, output cout);
    assign r = a ^ b ^ cin;             
    assign cout = (a & b) | (cin & (a ^ b));   
endmodule
module my_alu_decoder(ir, a, b, r, cout);
    input [15:0] ir, a, b;
    output [15:0] r;
    output cout;
    wire s_sub, s_fas, s_and, s_or, s_xor, s_not;
    my_decoder decoder(.ir(ir), .s_sub(s_sub), .s_fas(s_fas), .s_and(s_and), .s_or(s_or), .s_xor(s_xor), .s_not(s_not));
    my_alu alu(.a(a), .b(b), .r(r), .cout(cout), 
               .s_sub(s_sub), .s_fas(s_fas), .s_and(s_and), 
               .s_or(s_or), .s_xor(s_xor), .s_not(s_not));
endmodule
module my_decoder ( ir, s_sub, s_fas, s_and, s_or, s_xor, s_not);
    input [15:0] ir;
    output s_sub, s_fas, s_and, s_or, s_xor, s_not;
    wire isADDI, isALU, isADD;
    assign isALU = ~ir[15] & ir[14] & ~ir[13] & ir[12];
    assign isADDI = ir[15] & ir[14] & ~ir[13] & ~ir[12];
    assign isADD = ir[15] & ir[14] & ir[13] & ~ir[12];
    assign s_sub = isALU & ir[3];
    assign s_fas = isALU & ir[2];
    assign s_and = isALU & ir[1];
    assign s_or = isALU & ir[0];
    assign s_xor = isALU & ir[1] & ~ir[0];
    assign s_not = isALU & ~ir[3] & ~ir[2] & ~ir[1] & ~ir[0];
endmodule
==> flow_summary.ini <==
; synthesis and place-and-route metrics
[layout]
nFlopsAndLatches = 0
area_growth_pct = 41.4
drive_above_1_share_pct = 19.6
ff_latch_area_um2 = 0
fillers = 634
clock_buffers = 0

[global_routing]
grt_antenna_before_repair = 1
grt_first_pass_wirelength_um = 6710
track_usage_pct = 7.98
first_global_vias = 1431
gr-total-overflow = 0
grt_start_max_net_pins = 34

[power_and_ir_drop]
cellLeakagePower_nw = 1.10
p_per_area_nw_per_um2 = 39.1
ir_worst_vdd_mv = 0.0139

[route]
drc = 0
first_iter_violations = 69
vias = 1409
wl_per_cell_um = 12.1
routed_wl_um = 4030
ant_nets = 0
firstDrtPassIters = 4
vias_per_cell = 4.23

[sta]
period_minus_slack_ps = 10090
max_freq_mhz = 99.1
tightest_slew_ps = 754
worst_slack_ps = -991
slew_violations = 0
rsz0062_at_grt = true
period_used_pct = 111
hold_violations = 0
finalSetupViolations = 5
slew_headroom_pct = 49.6
whs_ps = 4260

[placement]
io_buffers = 57
gp_congestion = 0.776
pre_cts_ws_ps = -1690
dpl.hpwl_um = 3190

[synth]
synth_seq_share_pct = 0
synth_area_um2 = 1590
synth_top_cell_by_area = ha_1
yosys-stat-area_um2 = 1590
synth_top_area_share_pct = 25.2
top_cells_by_area = ha_1, fa_1, inv_1
synthDistinctLibCells = 15
post_synth.cell_area_avg_um2 = 7.73
synth_cells = 206
synth_stat.cells = 206
ys_warn_count = 0

[setup_path]
arrival_ps = 8270
critPathRequiredTime_ps = 7280
slowest_stage = fa_2
cp_max_fo = 2
critical_path.max_stage_delay_ps = 390
endpoint_kind = output port
start_kind = primary input
critPathMostFrequentCell = fa_2
critPathKind = in -> out

[floorplan]
die_h_um = 100
fp_util_pct = 25.4
dieWidth_um = 100
ios = 65
core_um2 = 6280
rows = 29
dieArea_um2 = 10000

[worst_hold_path]
min_path_type = in -> out

[status]
violations = negative setup slack
status = complete, but fails checks

[clocking]
postCtsSetupRepairBufs = 0

[flow_run]
warnings = 59
cap_violations = 0
==> synthesized netlist by cell type (all sizes together) <==
master	n
nor4	1
inv	66
ha	32
a222oi	16
nor2b	16
clkbuf	4
a21oi	16
nand4bb	1
fa	16
nor2	1
buf	21
o21ai	16
==> cells in the final DEF (no fill, tap or decap), types with 3 or more instances in the layout <==
cell type,netlist,routed
nor2b_1,16,16
dlygate4sd2_1,0,3
ha_1,32,32
fa_2,0,15
buf_2,4,7
buf_4,16,17
clkdlybuf4s50_1,0,44
a222oi_1,16,16
inv_1,66,60
a21oi_1,16,16
inv_2,0,6
o21ai_0,14,14
==> critical path: cells and delay by family <==
family | cells | cell delay (ps)
AND/OR/NAND/NOR | 2 | 330
adder cells (fa/ha/maj) | 16 | 5340
buffers and inverters | 6 | 410
AND-OR/OR-AND | 2 | 340
==> report_power, final <==
part | internal [mW] | switching (mW)
Clock | 0.0000000147 | 0
Sequential | 0 | 0
Combinational | 0.0483 | 0.0397
Total | 0.0483 | 0.0397
==> path summary, 6_finish.rpt <==
kind,startpoint,endpoint,slack [ps],cells past startpoint
min,ir[13],r[11],4260,5
max,ir[15],r[15],-990,26
==> logic make-up after synthesis <==
kind of cell	Yosys count	synth area share, %
buffers and inverters	91	26.0
adder cells (fa/ha/maj)	48	45.3
AND-OR/OR-AND	48	20.1
AND/OR/NAND/NOR	19	8.57
==> per-layer routing <==
layer	part of all wire [%]	GRT usage, %	wire [um]	vias up
met5	0	0	0	-
met4	0	0	0	0
met1	45	10.4	1820	634
li1	-	-	-	748
met3	3.5	0.972	141	0
met2	51	14.6	2070	27
==> through the flow <==
stage / power [mW] / TNS, ps / area [um^2] / instances / util, %
floorplan: 0.0516 / -2030 / 1650 / 206 / -
global placement: 0.0870 / -6790 / 2260 / 332 / 36.0
detailed placement: 0.0895 / -6700 / 2260 / 332 / 36.0
CTS: 0.0899 / -4640 / 2240 / 332 / 35.7
global route: 0.102 / -3750 / 2250 / 333 / 35.8
finish: 0.0880 / -2660 / 2250 / 333 / 35.8
==> repair_timing <==
action,4_1_cts,5_1_grt
endpoints found under the setup margin,7,7
pin swaps,28,23
hold buffers,0,0
gates resized,37,4
==> final cells by class <==
cell class	count	area, um^2	area share [%]
timing repair buffer	74	664	29.5
tap	77	96.3	4.28
antenna	1	2.50	0.111
inverter	66	248	11.0
multi-input combinational	115	1240	55.1
Power is estimated from default activity; no workload was simulated.
