===== flow/run.sh =====
#!/bin/bash
# OpenROAD 26Q1-2900-gdf79404cd8, Yosys 0.63+post, stock flow scripts
make -C /OpenROAD-flow-scripts/flow DESIGN_CONFIG=/design/flow/config.mk WORK_HOME=/design/flow/orfs finish

===== flow/config.mk =====
export PLATFORM = sky130hd
export DESIGN_NAME = my_counter
export DESIGN_NICKNAME = my_counter
export VERILOG_FILES = /design/flow/design.v
export SDC_FILE = /design/flow/constraint.sdc
export NUM_CORES = 4
export LEC_CHECK = 1
export CORE_AREA = 10 10 70 70
export DIE_AREA = 0 0 80 80

===== flow/constraint.sdc =====
current_design my_counter

set clk_period 1.0
set clk_io_pct 0.2

create_clock -name clk0 -period $clk_period [get_ports {clk}]

set non_clock_inputs [all_inputs -no_clocks]
set_input_delay [expr $clk_period * $clk_io_pct] -clock clk0 $non_clock_inputs
set_output_delay [expr $clk_period * $clk_io_pct] -clock clk0 [all_outputs]

===== flow/design.v =====
module my_counter(clk, res, q);
    input clk, res;
    output reg [3:0] q;
    always @(posedge clk) begin
        if (res == 1'b1)
            q <= 4'b0000;       
        else
            q <= q + 4'b0001;   
    end
endmodule

==> impl_metrics.env <==
# source this file to load flow results
export IMPL_htreeDepth=1
export IMPL_synth_top_area_share_pct=55.2
export IMPL_grt_pass1_wl_um=703
export IMPL_wire_per_inst_um=5.96
export IMPL_ys_seq_share_pct=55.2
export IMPL_antenna_cells_inserted=0
export IMPL_ctsLongestPathBuffers=2
export IMPL_via_per_inst=1.90
export IMPL_slowest_delay_ps=330
export IMPL_grt_max_degree=4
export IMPL_clk_latency_ps=230
export IMPL_fp_dieW_um=80
export IMPL_finalWirelength_um=429
export IMPL_pre_cts_ws_ps=-144
export IMPL_min_period_ps=955
export IMPL_ys_ff=4
export IMPL_max_cap_violations=0
export IMPL_yosysMostFrequentCell="dfxtp_1"
export IMPL_post_route_util_pct=9.12
export IMPL_die_area_um2=6400
export IMPL_grt_antenna_before_repair=0
export IMPL_endpoint_kind="register"
export IMPL_finalWorstSetupSlack_ps=45.4
export IMPL_edf_count=0
export IMPL_num_io_pins=6
export IMPL_grt_usage_pct=1.58
export IMPL_outcome="completed"
export IMPL_ys_warn_count=1
export IMPL_worstPathRequired_ps=1120
export IMPL_warnings=25
export IMPL_rows=21
export IMPL_ant_nets=0
export IMPL_drtIter0Drc=2
export IMPL_peakVddDrop_v=0.000241
export IMPL_cts_buffers=3
export IMPL_clk_pin_slew_ps=40
export IMPL_fmax_ghz=1.05
export IMPL_drive_above_1_share_pct=50.0
export IMPL_hold_viol_final=0
export IMPL_crit_fanout=2
export IMPL_ys_cells=13
export IMPL_slew_violations=0
export IMPL_avgSynthCellArea_um2=11.2
export IMPL_synthToLayoutAreaGrowth_pct=115
export IMPL_power_density_nw_per_um2=1380
export IMPL_synth_area_um2=145
export IMPL_yosys_area_um2=145
export IMPL_common_cells="dfxtp_1 (4), nor2_1 (3), nor2b_1 (2)"
export IMPL_finalSetupViolations=0
export IMPL_p_leak_uw=0.000127
export IMPL_largest_register_ffs=4
export IMPL_cts_sinks=4
export IMPL_critPathBufInv=1
export IMPL_worst_slew_pin_slew_ps=118
export IMPL_coreArea_um2=3420
export IMPL_cp_arrival_ps=1070
export IMPL_drtPass1Iterations=2
export IMPL_cts_tree="built"
export IMPL_largest_register="q"
export IMPL_critPathKind="reg -> reg"
export IMPL_fp_util_pct=4.25
export IMPL_async_flop_share_pct=0
export IMPL_skew_ps=2.59
export IMPL_cp_top_family="flip-flops"
export IMPL_fin_crit_sh_pct=95.5
export IMPL_die_y_um=80
export IMPL_postSynthCellCount=13
export IMPL_crit_slowest_cell="dfxtp_1"
export IMPL_biggestRegsByFlops="q: 4 flops"
export IMPL_route_detailed_drc=0
export IMPL_rsz0062_at_grt="false"
export IMPL_start_kind="register"
export IMPL_cts_setup_buffers=0
export IMPL_fill_cells=406
export IMPL_crit_chain="buf_4, nand3_1, mux2_4"
export IMPL_grt_pass1_vias=159
export IMPL_slew_headroom_pct=92.1
export IMPL_largest_area_cell="dfxtp_1"
export IMPL_place_gp_congestion=0.673
export IMPL_overflow=0
export IMPL_vias=137
export IMPL_area_leaders="dfxtp_1 (55%), mux2_4 (10%), ha_1 (8.6%)"
export IMPL_hp_class="reg -> reg"
export IMPL_io_buffers=5
export IMPL_synth_cell_types=7
export IMPL_hpwl_um=319
export IMPL_root_buffer="clkbuf_4"
export IMPL_synthFlopType="dfxtp_1"
through the flow:
stage | hold WS, ps | cells | total power, uW | setup TNS (ps) | instance area [um2]
after floorplan | 267 | 13 | 192 | 0 | 145
after global routing | 528 | 72 | 471 | 0 | 312
after global placement | 508 | 69 | 238 | -139 | 290
after CTS | 507 | 72 | 443 | 0 | 313
after detailed placement | 513 | 69 | 241 | -164 | 290
final | 506 | 72 | 430 | 0 | 312
tightest hold or removal path: stages (launching register included):
cell and delay, ps:
dfxtp_2 310, buf_4 110, nor2_1 40
layer usage:
layer,global-route usage [%],vias up,share of wire [%]
met1,1.40,59,39
met2,1.36,10,25
met3,3.07,0,35
met4,0.528,0,0
met5,0,-,0
li1,-,68,-
kinds of logic after synthesis:
kind of cell,Yosys count,synth area share [%]
XOR/XNOR,1,6.04
adder cells (fa/ha/maj),1,8.62
flip-flops,4,55.2
multiplexers,1,10.3
AND/OR/NAND/NOR,6,19.8
layout make-up:
type	instances	area [um2]	share of cell area (%)
Tap cell	46	57.6	18.5
Timing Repair Buffer	10	82.6	26.5
Multi-Input combinational cell	9	65.1	20.9
Clock buffer	3	22.5	7.23
Sequential cell	4	83.8	26.9
placed cells by master, fill, tap and decap left out:
cell type,instances
xnor2_1,1
dfxtp_2,3
ha_1,1
dfxtp_1,1
nor2b_1,2
clkbuf_4,3
clkdlybuf4s15_1,3
nor2_1,3
mux2_4,1
buf_4,5
nand3_1,1
clkbuf_2,1
clkdlybuf4s50_1,1
final timing paths:
kind,slack [ps],cells after the start,start,to
setup / recovery,50,3,q[1],q[3]
hold / removal,510,2,q[0],q[0]
setup reg to reg,50,3,q[1],q[3]
hold reg to reg,510,2,q[0],q[0]
power breakdown:
group          internal (uW)  switching [uW]
Sequential               172            5.15
Combinational           36.2            18.7
Clock                    134            63.6
repair_timing:
item	in CTS	in global routing
pin swaps	0	0
resized	8	4
endpoints found under the setup margin	4	4
hold buffers	0	0
Power figures rest on the tool's default switching activity, not on a simulated workload.
