### ./config.mk
export PLATFORM = sky130hd
export DESIGN_NAME = my_adder
export DESIGN_NICKNAME = my_adder
export VERILOG_FILES = /design/flow/design.v
export SDC_FILE = /design/flow/constraint.sdc
export NUM_CORES = 4
export LEC_CHECK = 1
export CORE_AREA = 10 10 70 70
export DIE_AREA = 0 0 80 80
### ./design.v
module my_adder(a, b, out);
    input [15:0] a, b;
    output [15:0] out;
    wire [15:0] carry;
    my_ha ha0 (.a(a[0]), .b(b[0]), .r(out[0]), .c(carry[0]));
    genvar i;
    generate
        for (i = 1; i < 16; i = i + 1) begin
            my_fa fa (.a(a[i]), .b(b[i]), .cin(carry[i-1]), .r(out[i]), .cout(carry[i]));
        end
    endgenerate
endmodule
module my_fa(cin, a, b, r, cout);
input cin, a, b;
output r, cout;
wire r1, c1, c2;
    my_ha ha1(.a(a), .b(b), .r(r1), .c(c1));
    my_ha ha2(.a(r1), .b(cin), .r(r), .c(c2));
    assign cout = c1 | c2;
endmodule
module my_ha(a, b, r, c);
input a, b;
output r, c;
    assign r = (a & ~b) | (~a & b);
    assign c = a & b;
endmodule
### ./constraint.sdc
current_design my_adder

set clk_period 18.1
set clk_io_pct 0.2

create_clock -name clk0 -period $clk_period

set non_clock_inputs [all_inputs -no_clocks]
set_input_delay [expr $clk_period * $clk_io_pct] -clock clk0 $non_clock_inputs
set_output_delay [expr $clk_period * $clk_io_pct] -clock clk0 [all_outputs]
### ./run.sh
#!/bin/bash
# OpenROAD 26Q1-2900-gdf79404cd8, Yosys 0.63+post, stock flow scripts
make -C /OpenROAD-flow-scripts/flow DESIGN_CONFIG=/design/flow/config.mk WORK_HOME=/design/flow/orfs finish
==> summary.txt <==
fresh numbers from the pnr run: DRT antenna net count=0, 1st-iter DRT viols=0, Worst Setup Slack, final=3970 ps, I/O Buffers=48, Chip Area=6400 um^2, Hold Path Origin=a[15], Mean Syn Cell Area=13.6 um^2, Worst Setup End Kind=primary output, Tmin final=14130 ps, Core Density at Floorplan=0.128, io pins=48, Final Instance Count excl. Fillers=110, Max-cap violations=0, Worst Hold Class=input pin to primary output, WP data required=14480 ps, Slowest-stage cell, CP=clkdlybuf4s50_1, RSZ-0062 raised after global routing=no, Synth Instances=32, Pwr Total=0.0280 mW, yosys synthesis chip area=437 um^2, Pwr Density=32.7 nW/um^2, met2 wire length=433 um, logic gate share of total power=1.000, WL/cell=13.5 um, antenna violations before repair=0, via/cell ratio=3.21, Synth cell types=4, Rel. slew slack=0.926, worst-margin pin slew=110 ps, slowest stage delay, CP=470 ps, Post-CTS Resized=0, Logic area=317 um^2, final setup violation count=0, hold-fix buffers at CTS=0, share of cells above drive strength 1=0, period utilization=0.781, Clk network pwr share=0, Layout fillers=373, Seq pwr share=0, Critical Path, Cell by Cell=clkdlybuf4s50_1 -> ha_1 -> fa_1 -> fa_1 -> fa_1 -> fa_1 -> fa_1 -> fa_1 -> fa_1 -> fa_1 -> fa_1 -> fa_1 -> fa_1 -> fa_1 -> fa_1 -> fa_1 -> xor3_1 -> clkdlybuf4s50_1, startpoint type of the worst setup path=input pin, routability cong.=0.873, vias in the first global route=443, P_int=0.0212 mW, row count=21, status=complete, no violations, DR WL met3=464 um, Top Metal Used=met3, first-pass iteration count of the detailed router=1, Peak Freq=70.8 MHz, DRT met1 WL=590 um, Flops=0, Sw Pwr=0.00676 mW, VDD IR max=0.0000122 V, WHS=8240 ps, placed instance count=110, register share after synthesis=0, pre-CTS WS=3950 ps, CP dominant cell by count=fa_1, Crit Path Max Fanout=1, n_diodes=0, DRC=0, Setup Crit Path Kind=input pin to primary output, via count=353, GRT Residual Overflow=0, GRT Total Usage=0.0439, buffer count from post-CTS setup fixing=0, final-layout clock buffer total=0, crit path from=a[0], Area Growth Syn to Fin=95.7%, Core ar.=3420 um^2, die height=80 um, Lkg Pwr=0.314 nW, # Cells Yosys=32, largest net degree at the start of global routing=2, Log Warnings=32, Final Max Tran Viols=0, CP arrival=10510 ps, first-pass GRT wire length=2.19 mm, Die X=80 um, Routed WL=1.49 mm, Seq. cell area=0 um^2, Hold Fails Final Rpt=0, Setup TNS=0 ps, Syn. warnings=0, Sw Share=0.242, post-synthesis cell area=437 um^2
## layout make-up
cell class	instances	share of cell area
Multi-Input combinational cell	16	0.370
Tap cell	46	0.0673
Timing Repair Buffer	48	0.562
## per-stage QoR
step | util | instance area, um^2
floorplan | - | 437
global placement | 0.250 | 855
detailed placement | 0.250 | 855
CTS | 0.250 | 855
global route | 0.250 | 855
finish | 0.250 | 855
## layer usage
layer,up-vias,track usage
met3,0,0.0500
met4,0,0
met2,51,0.0562
met5,-,0
li1,146,-
met1,156,0.0504
## power by group through the flow
| stage | clock [mW] | sequential, mW | combinational, mW |
|---|---|---|---|
| 6_report | 0 | 0 | 0.0280 |
| 5_1_grt | 0 | 0 | 0.0315 |
| 4_1_cts | 0 | 0 | 0.0290 |
## synth_stat cells
cell / n / share of area
fa_1: 14 / 0.64
ha_1: 1 / 0.029
buf_4: 16 / 0.28
xor3_1: 1 / 0.054
## worst paths after layout
path      end  depth (start not counted)
min   out[15]                          3
max   out[15]                         18
## critical path, delay by kind of cell
kind | cells | cell delay, ps
xor gates and xnor gates | 1 | 380
adders and majority gates | 15 | 5630
buffers and inverters | 2 | 880
## cell families after synthesis
group      after synthesis  share of synthesized area
fa+ha+maj               15                      0.670
buf+inv                 16                      0.275
xor+xnor                 1                     0.0544
## cells in the final DEF (no fill, tap or decap)
| master | netlist | routed |
|---|---|---|
| clkdlybuf4s50_1 | 0 | 48 |
| fa_1 | 14 | 14 |
| ha_1 | 1 | 1 |
| xor3_1 | 1 | 1 |
Power and IR drop assume default switching activity.
